File: flow/run.sh
#!/bin/bash
# OpenROAD 26Q1-2900-gdf79404cd8, Yosys 0.63+post, stock flow scripts
make -C /OpenROAD-flow-scripts/flow DESIGN_CONFIG=/design/flow/config.mk WORK_HOME=/design/flow/orfs finish
File: flow/config.mk
export PLATFORM = sky130hd
export DESIGN_NAME = pc_unit
export DESIGN_NICKNAME = pc_unit
export VERILOG_FILES = /design/flow/design.v
export SDC_FILE = /design/flow/constraint.sdc
export NUM_CORES = 4
export LEC_CHECK = 1
export CORE_AREA = 10 10 104 104
export DIE_AREA = 0 0 114 114
File: flow/constraint.sdc
current_design pc_unit

set clk_period 1.0
set clk_io_pct 0.2

create_clock -name clk0 -period $clk_period [get_ports {clk_i}]

set non_clock_inputs [all_inputs -no_clocks]
set_input_delay [expr $clk_period * $clk_io_pct] -clock clk0 $non_clock_inputs
set_output_delay [expr $clk_period * $clk_io_pct] -clock clk0 [all_outputs]
File: flow/design.v
module pc_unit (
    input  logic         clk_i,
    input  logic         rst_ni,
    input  logic         br_sel_i,
    input  logic [31:0]  alu_data_i,
    input  logic [31:0]  pc_four_i,
    output logic [31:0]  pc_o
);
  logic [31:0] nxt_pc;
  always_comb begin
    if (br_sel_i) nxt_pc = alu_data_i;
    else nxt_pc = pc_four_i;
  end
  always_ff @(posedge clk_i or negedge rst_ni) begin
    if (!rst_ni) pc_o <= 0;
    else pc_o <= nxt_pc;
  end
endmodule
==> results.txt <==
yosys + openroad results -> CP max stage delay 0.37 ns, Via Count 958, layout cells sized above 1 0.434, cells along the critical path buf_2, status complete, but fails checks, Post-Syn Instances 68, core area 8680 sq um, max capacitance violation total 0, register area share after synthesis 0.595, DR vias/cell 3.41, CP max-delay cell dfrtp_1, PortBufs 98, initial antenna violation count 0, H-Tree Level Count 2, buffer and inverter count on the worst path 1, Die Ht 114 um, largest net degree at the start of global routing 33, drt wl/cell 14.7 um, largest registers pc_o (32), Post-Route WL 4130 um, Yosys Chip Area 1350 sq um, CTS tree yes, Synth area leaders dfrtp_1, mux2_4, buf_12, Distinct lib cells used 5, max reg flops 32, failing checks hold timing, Clock Pin Slew Worst Setup and Hold Paths 0.07 ns, PD cells 1280 nW/um^2, DRC 0, first-pass GRT wire length 6280 um, Die X-Extent 114 um, 1st-iter DRT viols 20, crit-path leading delay family flip-flops, Top reg by flops pc_o, unrepaired setup endpoints after global routing true, FP Rows 34, Crit path required time 0.80 ns, syn_area_per_cell 19.8 sq um, number of fill cells 923, Max Transition Viols Final 0, Max IR drop VDD 0.409 mV, CTS Root Cell clkbuf_8, ANT nets after route 0, routability cong. 0.656, worst-path fanout max 1, FP Util 0.155, Worst Max-Slew Pin Slew 0.176 ns, GRT Overall Usage 0.0605, CTS Sinks 32, Hold Fails Final Rpt 32, Slew HR 0.883, CP arrival 0.77 ns, Tmin final 0.966 ns, FF+latch count, synth 32, Ys Warns 1, WS Path Type register to output pin, total CTS buffers 5, I/O pin count 99, ant diodes 0, cell taking the most area after synthesis dfrtp_1, period utilization 0.966, most numerous logic cell after layout clkdlybuf4s50_1, vias in the first global route 1086, worst hold slack -0.125 ns, clk buf depth 2, post-CTS setup buffers 0, area share, top type 0.595, Post-Synthesis Cell Area 1350 sq um, Worst setup EP type output pin, worst hold path class input port to async pin, Fmax achieved 1040 MHz, tool warnings 28, area grow syn2layout 76.2%, CP startpoint kind register, Finished Core Util 0.273, yosys stat cell total 68, Die Size 13000 sq um, Leakage 1.08 nW, Top Layout Cells clkdlybuf4s50_1, buf_2, dfrtp_1, mux2_4, clkbuf_8, GRT overflow 0, # setup viols final 0, DRT Pass-1 Iters 2
[synthesized netlist by cell type]
| master | n |
|---|---|
| dfrtp_1 | 32 |
| mux2_4 | 30 |
| buf_12 | 3 |
| mux2_2 | 2 |
| buf_6 | 1 |
[per-stage QoR]
stage	setup slack, ns	instances	area, sq um	setup TNS, ns	power, mW
2_1_floorplan	0.133	68	1350	0	1.63
3_3_place_gp	-0.0207	273	2440	-0.0895	2.16
3_5_place_dp	-0.0174	273	2440	-0.0946	2.16
4_1_cts	0.000358	281	2370	0	3.13
5_1_grt	-0.0173	281	2370	-0.0544	3.23
6_report	0.0339	281	2370	0	3.03
[per-layer routing]
| metal | global-route usage | vias to the layer above | wire (um) |
|---|---|---|---|
| met2 | 0.0976 | 55 | 1990 |
| met4 | 0.00418 | 0 | 7 |
| met3 | 0.0314 | 2 | 462 |
| li1 | - | 440 | - |
| met5 | 0 | - | 0 |
| met1 | 0.0737 | 461 | 1670 |
[power by group]
| group | total, mW | switching [mW] | internal, mW | leakage (nW) |
|---|---|---|---|---|
| sequential | 1.42 | 0.0235 | 1.39 | 0.373 |
| clock | 1.02 | 0.456 | 0.561 | 0.0455 |
| combinational | 0.597 | 0.146 | 0.451 | 0.667 |
| total | 3.03 | 0.626 | 2.40 | 1.08 |
[how the worst max path moves through the flow]
stage           to  cells after the start      from
6_report  pc_o[26]                      1  pc_o[26]
5_1_grt   pc_o[22]                      1  pc_o[22]
4_1_cts   pc_o[26]                      1  pc_o[26]
[final cells by class]
class	instances	area (sq um)	share of cell area
Sequential cell	32	801	0.338
Clock buffer	8	90.1	0.0380
Tap cell	108	135	0.0570
Timing Repair Buffer	101	871	0.367
Multi-Input combinational cell	32	473	0.200
[timing repair]
action / 4_1_cts / 5_1_grt
hold endpoints to repair: 32 / 32
resized: 104 / 0
endpoints found under the setup margin: 32 / 7
[cells by family after synthesis]
family	after synthesis	synth area share
flops	32	0.595
mux	32	0.352
buf+inv	4	0.0530
No activity file was given, so power comes from the tool's default toggle rates.
